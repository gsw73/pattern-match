`./run.sh`:
```
#!/bin/bash
# OpenROAD 26Q1-2900-gdf79404cd8, Yosys 0.63+post, stock flow scripts
make -C /OpenROAD-flow-scripts/flow DESIGN_CONFIG=/design/flow/config.mk WORK_HOME=/design/flow/orfs finish
```
`./config.mk`:
```
export PLATFORM = sky130hd
export DESIGN_NAME = pattern
export DESIGN_NICKNAME = pattern
export VERILOG_FILES = /design/flow/design.v
export SDC_FILE = /design/flow/constraint.sdc
export NUM_CORES = 4
export LEC_CHECK = 1
export CORE_AREA = 10 10 88 88
export DIE_AREA = 0 0 98 98
export SYNTH_HDL_FRONTEND = slang
```
`./constraint.sdc`:
```
current_design pattern

set clk_period 2.1
set clk_io_pct 0.2

create_clock -name clk0 -period $clk_period [get_ports {clk}]

set non_clock_inputs [all_inputs -no_clocks]
set_input_delay [expr $clk_period * $clk_io_pct] -clock clk0 $non_clock_inputs
set_output_delay [expr $clk_period * $clk_io_pct] -clock clk0 [all_outputs]
```
`./design.v`:
```
class MyEnv #( parameter [ 3:0 ] PATTERN = 4'b0110 );
    localparam WIDTH = 50;
    virtual patt_if.TB sig_h;
    function new( virtual patt_if.TB s );
        sig_h = s;
    endfunction
    task run();
        bit [ WIDTH - 1:0 ] mystream = 'b10001100011100011110000010100100011010100010101100;
        fork
            forever
            begin
                if ( sig_h.cb.found )
                    $display( "Found! PATTERN = %b", PATTERN );
                    @( sig_h.cb );
      	    end
        join_none
        for ( int i = 0; i < WIDTH; i++ )
        begin
            sig_h.cb.bit_stream <= mystream[ WIDTH - 1 - i ];
            @( sig_h.cb );
        end
    endtask
endclass
module pattern_sm
#(
    parameter [ 3:0 ] PATTERN = 4'b0101
)
(
    input logic clk,
    input logic rst_n,
    input logic bit_stream,
    input logic start,
    output logic found
);
typedef enum logic [ 3:0 ] { ST0 = 4'b0001, ST1 = 4'b0010, ST2 = 4'b0100, ST3 = 4'b1000 } state_t;
state_t state;
logic st0, st1, st2, st3;
localparam ST0_BIT = 0;  
localparam ST1_BIT = 1;  
localparam ST2_BIT = 2;  
localparam ST3_BIT = 3;  
assign st0 = state[ ST0_BIT ];
assign st1 = state[ ST1_BIT ];
assign st2 = state[ ST2_BIT ];
assign st3 = state[ ST3_BIT ];
always_ff @( posedge clk )
    if ( ~rst_n )
      found <= 1'b0;
    else if ( st3 && bit_stream == PATTERN[ 0 ] )
        found <= 1'b1;
    else
        found <= 1'b0;
always_ff @( posedge clk )
    if ( ~rst_n )
        state <= ST0;
    else
    begin
        case( state )
            ST0:
                if ( start && bit_stream == PATTERN[ 3 ] )
                    state <= ST1;
                else
                    state <= ST0;
            ST1:
                if ( bit_stream == PATTERN[ 2 ] )
                    state <= ST2;
                else
                    state <= ST0;
            ST2:
                if ( bit_stream == PATTERN[ 1 ] )
                    state <= ST3;
                else
                    state <= ST0;
            ST3:
                state <= ST0;
        endcase
    end
endmodule
module pattern
#(
    parameter [ 3:0 ] PATTERN = 4'b1010
)
(
    input logic clk,
    input logic rst_n,
    input logic bit_stream,
    output logic found
);
logic start_sm_a;
logic start_sm_b;
logic start_sm_c;
logic start_sm_d;
logic found_a;
logic found_b;
logic found_c;
logic found_d;
logic [ 1:0 ] cnt;  
assign start_sm_a = cnt == 2'b00;
assign start_sm_b = cnt == 2'b01;
assign start_sm_c = cnt == 2'b10;
assign start_sm_d = cnt == 2'b11;
always_comb
    found = found_a | found_b | found_c | found_d;
always_ff @( posedge clk )
    if ( ~rst_n )
        cnt <= 2'b00;
    else
        cnt <= cnt + 2'b1;
pattern_sm
#(
    .PATTERN( PATTERN )
)
u_sm_a
(
    .clk( clk ),
    .rst_n( rst_n ),
    .bit_stream( bit_stream ),
    .start( start_sm_a ),
    .found( found_a )
);
pattern_sm
#(
    .PATTERN( PATTERN )
)
u_sm_b
(
    .clk( clk ),
    .rst_n( rst_n ),
    .bit_stream( bit_stream ),
    .start( start_sm_b ),
    .found( found_b )
);
pattern_sm
#(
    .PATTERN( PATTERN )
)
u_sm_c
(
    .clk( clk ),
    .rst_n( rst_n ),
    .bit_stream( bit_stream ),
    .start( start_sm_c ),
    .found( found_c )
);
pattern_sm
#(
    .PATTERN( PATTERN )
)
u_sm_d
(
    .clk( clk ),
    .rst_n( rst_n ),
    .bit_stream( bit_stream ),
    .start( start_sm_d ),
    .found( found_d )
);
endmodule
```
==> reports/summary.log <==
INFO  status         status=complete, no violations
INFO  synth          netlist.top_cell.by_area=sky130_fd_sc_hd__dfxtp_1
INFO  sta            slew_violations=0
INFO  worst_setup_path critPathCaptureType=output pin
INFO  sta            rsz0062_at_grt=false
INFO  final_layout   count_of_filler_cells_inserted_in_the_layout=636
INFO  pwr            leakagePower=0.458nW
INFO  synth          mappedNetlistArea=0.00114mm^2
INFO  die            fp.dieW=98um
INFO  synth          post-synth-top-area-fraction=0.387
INFO  drt            num_antenna_cells=0
INFO  drt            ant_nets=0
INFO  clock_network  ctsLongestPathBuffers=2
INFO  sta            tightest_slew=0.369ns
INFO  sta            final_hold_viol_count=0
INFO  global_routing first_pass_grt_wire_length=3380um
INFO  clock_network  cts-htree-levels=1
INFO  drt            drt_iter0_markers=58
INFO  sta            fmax=522MHz
INFO  die            die.size.y=98um
INFO  worst_setup_path series_of_cell_instances_along_the_critical_path=or4_1 -> clkdlybuf4s50_1
INFO  sta            relSlewSlack=0.754
INFO  clock_network  cts_setup_buffers=0
INFO  clock_network  clock_edge_transition_at_the_registers_on_the_reported_setup_and_hold_paths=0.08ns
INFO  clock_network  clk-insertion-delay-late=0.26ns
INFO  drt            avgViaCountPerCell=4.22
INFO  die            design.core.area=0.00592mm^2
INFO  synth          ys_seq_share=0.387
INFO  synth          mean_area_per_synthesized_cell=8.69um^2
INFO  synth          ys_cells=131
INFO  sta            fin_crit_sh=0.913
INFO  die            dieArea=0.00960mm^2
INFO  global_routing grt_max_degree=20
INFO  drt            drt-wirelength-per-cell=9.57um
INFO  placement      routabilityCongestion=0.773
INFO  final_layout   stdcell_count=202
INFO  drt            routed-via-count=853
INFO  synth          synth_cell_types=29
INFO  synth          post_synth_inst_count=131
INFO  worst_setup_path worst_path_largest_cell_delay=0.50ns
INFO  clock_network  numClockSinks=22
INFO  placement      dpl.cell_count=198
INFO  worst_setup_path worst-setup-path-type=flop to output pin
INFO  worst_setup_path setup.worst_path.start_class=flop
INFO  synth          tally_of_yosys_warning_messages=0
INFO  drt            detail_route.wirelength=1930um
INFO  global_routing grt_remaining_overflow=0
INFO  clock_network  tritoncts.num_buffers=3
INFO  clock_network  postCtsHoldBufs=0
INFO  global_routing grt_antenna_before_repair=0
INFO  clock_network  cts_root_buf=sky130_fd_sc_hd__clkbuf_8
INFO  drt            detail_route.first_pass.iterations=4
INFO  worst_setup_path critical_path.max_fanout=1
INFO  global_routing grtUsageTotal=0.0395
INFO  worst_setup_path cp_slowest_cell=sky130_fd_sc_hd__or4_1
INFO  final_layout   drive_gt1_frac=0.110
INFO  global_routing vias_in_the_first_global_route=761
INFO  clock_network  tritoncts=built
INFO  die            floorplan.io_pins=4
INFO  placement      io_buffer_count=3
INFO  min_path       kind_of_path_behind_the_tightest_hold_check=flop to flop
INFO  synth          area_leaders=sky130_fd_sc_hd__dfxtp_1 (39%), sky130_fd_sc_hd__nor2_1 (9.6%), sky130_fd_sc_hd__o31ai_1 (7.3%), sky130_fd_sc_hd__a2111oi_4 (4.8%), sky130_fd_sc_hd__buf_2 (4.4%)
INFO  die            fp_util=0.192
INFO  placement      dp_hpwl=1310um
INFO  worst_setup_path required_time_at_the_endpoint_of_the_critical_path=1.68ns
INFO  clock_network  cts.repair.resized=0
INFO  sta            final_period_minus_worst_setup_slack=1.92ns
INFO  worst_setup_path arrival=1.50ns
INFO  pwr            worst_ir_drop_vdd=0.000631V
INFO  sta            timing.setup.tns=0ns
INFO  drt            drc=0
INFO  synth          ys_seq_elements=22
INFO  sta            finalSetupViolations=0
INFO  die            placement_rows=28
INFO  pwr            power_density=952mW/mm^2
INFO  sta            clock-skew-final=0.00560ns
INFO  job            drv_cap=0
INFO  job            log.warning_count=28
INFO  sta            smallest_hold_slack=0.481ns
INFO  synth          yosys.stat.chipArea=0.00114mm^2
INFO  final_layout   areaGrowthSynthToFinish=12.5%
## layer usage
| metal | vias up | routed length [um] | track usage |
|---|---|---|---|
| met4 | 0 | 14 | 0.00336 |
| li1 | 453 | - | - |
| met2 | 16 | 833 | 0.0650 |
| met3 | 2 | 90 | 0.0107 |
| met5 | - | 0 | 0 |
| met1 | 382 | 994 | 0.0525 |
## through the flow
stage / worst slack (ns) / util / power, mW / cell area [um^2]
floorplan: 0.828 / - / 0.820 / 1140
global placement: 0.369 / 0.204 / 0.836 / 1210
detailed placement: 0.354 / 0.204 / 0.838 / 1210
CTS: 0.166 / 0.216 / 1.23 / 1280
global route: 0.127 / 0.216 / 1.30 / 1280
finish: 0.183 / 0.216 / 1.22 / 1280
## where the power goes
| group | leakage (nW) | switching (mW) | internal (mW) | total [mW] |
|---|---|---|---|---|
| Clock | 0.0357 | 0.138 | 0.254 | 0.392 |
| Sequential | 0.180 | 0.108 | 0.470 | 0.578 |
| Combinational | 0.243 | 0.107 | 0.143 | 0.250 |
## final timing paths
| check | cells after the start | to | slack, ns | startpoint |
|---|---|---|---|---|
| worst max register to register | 5 | u_sm_c.state[0]$_SDFFE_PN1P_ | 0.73 | cnt[0]$_SDFF_PN0_ |
| worst min-delay path | 1 | cnt[0]$_SDFF_PN0_ | 0.48 | cnt[0]$_SDFF_PN0_ |
| worst min register to register | 1 | cnt[0]$_SDFF_PN0_ | 0.48 | cnt[0]$_SDFF_PN0_ |
| worst max-delay path | 2 | found | 0.18 | u_sm_b.found$_SDFF_PN0_ |
## cell families (layout without fill, tap and decap cells)
| group | Yosys count | count (layout) | synth area share |
|---|---|---|---|
| compound gates | 33 | 33 | 0.256 |
| fa+ha+maj | 4 | 4 | 0.0440 |
| buf+inv | 20 | 16 | 0.101 |
| flops | 22 | 22 | 0.387 |
| simple gates | 52 | 52 | 0.212 |
## cell usage after synthesis
cell,instances
sky130_fd_sc_hd__nor2_1,29
sky130_fd_sc_hd__dfxtp_1,22
sky130_fd_sc_hd__o31ai_1,11
sky130_fd_sc_hd__buf_2,10
sky130_fd_sc_hd__nor3_1,8
sky130_fd_sc_hd__a21oi_1,6
sky130_fd_sc_hd__and2_1,5
sky130_fd_sc_hd__ha_1,4
sky130_fd_sc_hd__a31oi_1,3
sky130_fd_sc_hd__buf_6,3
sky130_fd_sc_hd__inv_1,3
sky130_fd_sc_hd__nand2_1,3
sky130_fd_sc_hd__nor3b_1,3
sky130_fd_sc_hd__a2111oi_4,2
sky130_fd_sc_hd__a32o_1,2
sky130_fd_sc_hd__inv_4,2
sky130_fd_sc_hd__nor2b_1,2
sky130_fd_sc_hd__o221ai_2,2
sky130_fd_sc_hd__and2b_1,1
sky130_fd_sc_hd__clkbuf_1,1
sky130_fd_sc_hd__inv_2,1
sky130_fd_sc_hd__o2111ai_1,1
sky130_fd_sc_hd__o21ai_0,1
sky130_fd_sc_hd__o21bai_1,1
sky130_fd_sc_hd__o22a_1,1
sky130_fd_sc_hd__o22ai_1,1
sky130_fd_sc_hd__o311a_1,1
sky130_fd_sc_hd__o311ai_1,1
sky130_fd_sc_hd__or4_1,1
## placed cells by master, fill, tap and decap left out
cell type,Yosys,final
sky130_fd_sc_hd__o221ai_2,2,2
sky130_fd_sc_hd__a2111oi_4,2,2
sky130_fd_sc_hd__clkbuf_8,0,3
sky130_fd_sc_hd__nor3_1,8,8
sky130_fd_sc_hd__and2_1,5,5
sky130_fd_sc_hd__nand2_1,3,3
sky130_fd_sc_hd__buf_12,0,1
sky130_fd_sc_hd__o21bai_1,1,1
sky130_fd_sc_hd__dfxtp_1,22,22
sky130_fd_sc_hd__nor3b_1,3,3
sky130_fd_sc_hd__o22a_1,1,1
sky130_fd_sc_hd__o22ai_1,1,1
sky130_fd_sc_hd__a32o_1,2,2
sky130_fd_sc_hd__o2111ai_1,1,1
sky130_fd_sc_hd__a31oi_1,3,3
sky130_fd_sc_hd__ha_1,4,4
sky130_fd_sc_hd__o311a_1,1,1
sky130_fd_sc_hd__nor2_1,29,29
sky130_fd_sc_hd__inv_1,3,3
sky130_fd_sc_hd__o311ai_1,1,1
sky130_fd_sc_hd__o21ai_0,1,1
sky130_fd_sc_hd__o31ai_1,11,11
sky130_fd_sc_hd__clkdlybuf4s50_1,0,3
sky130_fd_sc_hd__or4_1,1,1
sky130_fd_sc_hd__nor2b_1,2,2
sky130_fd_sc_hd__inv_2,1,1
sky130_fd_sc_hd__buf_4,0,2
sky130_fd_sc_hd__inv_4,2,2
sky130_fd_sc_hd__a21oi_1,6,6
sky130_fd_sc_hd__and2b_1,1,1
sky130_fd_sc_hd__bufinv_16,0,1
## worst max-delay path, delay by kind of cell (launching register included)
family / cells / cell delay (ns)
buf+inv: 1 / 0.43
flops: 1 / 0.30
simple gates: 1 / 0.50
## flip-flops by register name, summed over array words and instances (netlist names)
| signal | cells |
|---|---|
| u_sm_a.found | 1 |
| u_sm_b.state | 4 |
| u_sm_d.found | 1 |
| u_sm_d.state | 4 |
| cnt | 2 |
| u_sm_c.state | 4 |
| u_sm_a.state | 4 |
| u_sm_c.found | 1 |
| u_sm_b.found | 1 |
## layout make-up
class	instances	area (um^2)	share of cell area
Clock inverter	1	30.0	0.0234
Inverter	6	27.5	0.0215
Clock buffer	3	41.3	0.0322
Timing Repair Buffer	6	65.1	0.0508
Sequential cell	22	440	0.344
Tap cell	75	93.8	0.0732
Multi-Input combinational cell	89	583	0.455
Power is estimated from default activity; no workload was simulated.
